`./design.v`:
```
module sp_ram_data
  #(
    parameter ADDR_WIDTH = 8,
    parameter DATA_WIDTH = 32,
    parameter NUM_WORDS  = 256
  )(
    input  logic                    clk,
    input  logic                    rstn_i,
    input  logic                    en_i,
    input  logic [ADDR_WIDTH-1:0]   addr_i,
    input  logic [DATA_WIDTH-1:0]   wdata_i,
    output logic [DATA_WIDTH-1:0]   rdata_o,
    input  logic                    we_i,
    input  logic [DATA_WIDTH/8-1:0] be_i
  );
  localparam words = NUM_WORDS/(DATA_WIDTH/8);
  logic [DATA_WIDTH/8-1:0][7:0] mem_data[words];
  logic [DATA_WIDTH/8-1:0][7:0] wdata;
  logic [ADDR_WIDTH-1-$clog2(DATA_WIDTH/8):0] addr;
  integer i;
  assign addr = addr_i[ADDR_WIDTH-1:$clog2(DATA_WIDTH/8)];
  always @(posedge clk)
    begin
     if (en_i && we_i)
     begin
      if(be_i[0]) mem_data[addr][0] <= wdata[0];
      if(be_i[1]) mem_data[addr][1] <= wdata[1];
      if(be_i[2]) mem_data[addr][2] <= wdata[2];
      if(be_i[3]) mem_data[addr][3] <= wdata[3];
     end
     rdata_o <= mem_data[addr];
    end
  genvar w;
  generate for(w = 0; w < DATA_WIDTH/8; w++)
    begin: data_array1
      assign wdata[w] = wdata_i[(w+1)*8-1:w*8];
    end
  endgenerate
  initial
  begin
  end
endmodule
```
`./run.sh`:
```
#!/bin/bash
# OpenROAD 26Q1-2900-gdf79404cd8, Yosys 0.63+post, stock flow scripts
make -C /OpenROAD-flow-scripts/flow DESIGN_CONFIG=/design/flow/config.mk WORK_HOME=/design/flow/orfs finish
```
`./config.mk`:
```
export PLATFORM = sky130hd
export DESIGN_NAME = sp_ram_data
export DESIGN_NICKNAME = sp_ram_data
export VERILOG_FILES = /design/flow/design.v
export SDC_FILE = /design/flow/constraint.sdc
export NUM_CORES = 4
export LEC_CHECK = 1
export CORE_UTILIZATION = 50
```
`./constraint.sdc`:
```
current_design sp_ram_data

set clk_period 31.2
set clk_io_pct 0.2

create_clock -name clk0 -period $clk_period [get_ports {clk}]

set non_clock_inputs [all_inputs -no_clocks]
set_input_delay [expr $clk_period * $clk_io_pct] -clock clk0 $non_clock_inputs
set_output_delay [expr $clk_period * $clk_io_pct] -clock clk0 [all_outputs]
```
==> summary.txt <==
Purpose: to document the outcome of synthesis and place and route.

Global routing
In the global route stage, met1 resource usage came out at about two fifths. Global routing consumed, over all layers together, between 30% and 40% of the routing resources. Global routing consumed, on the met2 layer, between 40% and 50% of the routing resources. The number of global-route vias before repair came to 46400. The initial antenna violation count came to 27. The largest net degree at the start of global routing is approximately 90. Global routing used 26.1% of the available met3 tracks. The total overflow left after global routing is 0.

In this run the most used layer during global routing was met2. The wire length of the first global-routing pass is 332 mm.

Die
The vertical die dimension reported for this design is between 400 and 500 um. The floorplan-stage core utilization is roughly half. For reference, the placement row count at floorplan is between 100 and 150. The total I/O pin count is approximately 80.

The core box area is roughly 0.16 sq mm. The chip area is around 0.16 sq mm. Measured along the x axis, the die boundary spans around 400 um.

Clock network
The number of buffers inserted by post-CTS setup repair is 0. The number of levels the H-tree was split into is 4. The maximum buffer depth of the clock tree is 3. The registers of the reported paths see a clock transition of around 60 ps. The number of gates resized after cts is 0. The source-to-sink clock delay at the later pin of the worst-skew pair is 830 ps. Per the TritonCTS log, the buffer count is ~200.

The cell at the root of the clock tree is sky130_fd_sc_hd__clkbuf_16. For this design, the sink count on the clock tree is 2080. The number of hold-repair buffers added at the cts stage is 0. TritonCTS built the clock tree.

Detailed routing
The remaining antenna violation count after routing is 0. Dividing the detail-routed wire length by the instance count gives 33.5 um. The total via count in the routed design is 44200.

The final layout contains routed wiring with a total length of about 240 mm. The count of TritonRoute iterations in the first routing pass is 10. Detailed-route iteration 0 reported a violation count of slightly above 3000. The number of vias per cell after detailed routing is about 6.3. TritonRoute reported its final design rule violation total as 0.

Synthesis
The number of warnings reported in the yosys synthesis log is 1. The total of flip-flops plus latches after synthesis is 2080. Post-synth the commonest register cell is sky130_fd_sc_hd__edfxtp_1. The number of distinct library cells after synthesis is about 60.

In this run, synthesis inferred about 2000 flip-flops with an integrated enable. The area fraction in compound gates after synthesis is 9.55%. The synthesized instance count is ~4600. The simple-gate portion of the synthesized area is roughly 3.2%. The number of cells in the yosys synthesis report is around 4600. The share of the Yosys chip area taken by registers is a little under 80%.

By area, the combinational part of the netlist is dominated by AND-OR/OR-AND gates. The XOR/XNOR share of the synthesized area is 0%. The mean post-synth cell area is around 17 sq um. The synthesis area per yosys is 0.0799 sq mm.

The synthesized netlist devotes 0% of its cell area to adder and majority cells. Yosys reports the multiplexer fraction of the synthesized area as under 10%. The combined area of all synthesized cells is 0.0799 sq mm. In the synthesized netlist the async set-or-reset flop fraction comes to 0%.

Min path
STA lists the startpoint of the worst hold path as mem_data[54][9]$_DFFE_PP_. The tightest min-delay check is of the reg2reg type.

Finish
The fill cell instance count of the final layout is 11800. The area added between synthesis and finish is 12.1%. Cells with a size suffix above 1 make up between 10% and 20% of the layout.

Summing all non-filler instances in the final layout gives an area of between 0.08 and 0.09 sq mm.

Setup path
The top fanout value on the critical path is 56. The required time at the worst endpoint is listed as between 30000 and 40000 ps. Per STA, the startpoint of the critical path is addr_i[3]. The worst setup path category is in2reg. STA puts the critical path data arrival time at 11150 ps. The worst setup path is launched from a primary input. The beginning of the worst register-to-register path is mem_data[29][30]$_DFFE_PP_. The type of destination of the critical path is a flop.

Timing
The slew at the pin closest to its max-slew limit is approximately 1100 ps. The maximum clock frequency is 94.7 MHz. For reference, the final report shows the hold violation count at 0. The worst-case max-slew headroom was logged as approximately 28%.

After routing, the total negative slack on setup checks comes to 0 ps. The final critical-path required period is ~11000 ps. The final setup violation count is 0. Setup repair after global routing left no endpoint under its margin.

The fraction of the cycle the final worst path needs is between 30% and 40%. The final max-slew violation count is 0. Across the routed clock network, the largest skew measured is 26.8 ps.

Power
The total power per unit cell area is 63.9 mW/mm^2. The total design power is 5.72 mW. The peak ir drop on the vdd network is 57.2 uV. The static leakage is between 20 and 30 nW.

Placement
The weighted congestion at the end of routability-driven global placement is about 0.93. Once detailed placement completed, the half-perimeter wirelength came to ~140 mm. In this run the tool buffered the top-level ports with 76 buffer cells. Per the detailed placement report, the placed cell area equals between 0.08 and 0.09 sq mm.

Run
The run reported a max-capacitance violation count of 0. Warnings raised by the tools during the run amount to 29.

Run status
The flow ran to the end, and the final reports show no timing, DRC or antenna violations.
## cell families after synthesis
| family | after synthesis |
|---|---|
| AOI/OAI and AO/OA | 1077 |
| buffers and inverters | 331 |
| DFF | 2080 |
| muxes | 482 |
| and+or+nand+nor | 626 |
## stage by stage
| step | setup WS [ps] | cells | util, % | hold WS, ps |
|---|---|---|---|---|
| 2_1_floorplan | 22940 | 4596 | - | 548 |
| 3_3_place_gp | 19900 | 6632 | 52.5 | 681 |
| 5_1_grt | 20390 | 7015 | 56.5 | 754 |
| 6_report | 20640 | 7026 | 56.5 | 701 |
| 4_1_cts | 20730 | 7006 | 56.5 | 699 |
| 3_5_place_dp | 19820 | 6632 | 52.5 | 678 |
## per-layer routing
layer	share of wire [%]	vias up
li1	-	19100
met1	32	21900
met2	45	2635
met3	18	504
met4	4.6	53
met5	0.65	-
## critical path: stages
cell,delay [ps]
sky130_fd_sc_hd__buf_8,420
sky130_fd_sc_hd__buf_4,570
sky130_fd_sc_hd__buf_4,600
sky130_fd_sc_hd__or2b_2,650
sky130_fd_sc_hd__buf_4,490
sky130_fd_sc_hd__nor2_4,50
sky130_fd_sc_hd__buf_4,310
sky130_fd_sc_hd__a22oi_1,240
sky130_fd_sc_hd__a31oi_1,190
sky130_fd_sc_hd__nor4_1,850
sky130_fd_sc_hd__o2111ai_1,430
## layout make-up
cell class              count  area, sq um  area share, %
multi-input cells        2185        16200           18.1
clock inverters            91          723          0.808
flip-flops and latches   2080        62100           69.4
clock buffers             283         5580           6.23
repair buffers            291         2280           2.54
inverters                   4         17.5         0.0196
well taps                2072         2590           2.89
diodes                     20         50.0         0.0559
## sequential cells by signal, summed over array words and instances (netlist names)
signal    count
rdata_o      32
mem_data   2048
## final timing paths
kind	end	depth (start not counted)	slack (ps)
worst max-delay path	rdata_o[5]$_DFF_P_	11	20640
worst min-delay path	rdata_o[9]$_DFF_P_	4	700
worst max register to register	rdata_o[30]$_DFF_P_	6	28440
worst min register to register	rdata_o[9]$_DFF_P_	4	700
## synth_stat cells (5+ instances only)
| cell | instances | area (sq um) |
|---|---|---|
| sky130_fd_sc_hd__mux2_1 | 15 | 169 |
| sky130_fd_sc_hd__mux2i_1 | 287 | 2870 |
| sky130_fd_sc_hd__nand4_1 | 17 | 106 |
| sky130_fd_sc_hd__buf_6 | 25 | 282 |
| sky130_fd_sc_hd__clkbuf_1 | 128 | 480 |
| sky130_fd_sc_hd__mux2_2 | 114 | 1280 |
| sky130_fd_sc_hd__buf_4 | 32 | 240 |
| sky130_fd_sc_hd__nor2_2 | 5 | 31.3 |
| sky130_fd_sc_hd__a21oi_1 | 182 | 911 |
| sky130_fd_sc_hd__nand3_1 | 25 | 125 |
| sky130_fd_sc_hd__o2bb2ai_1 | 14 | 123 |
| sky130_fd_sc_hd__buf_1 | 27 | 101 |
| sky130_fd_sc_hd__o21ai_1 | 19 | 95.1 |
| sky130_fd_sc_hd__a22o_1 | 29 | 254 |
| sky130_fd_sc_hd__a22oi_1 | 281 | 2110 |
| sky130_fd_sc_hd__a31oi_1 | 54 | 338 |
| sky130_fd_sc_hd__dfxtp_1 | 32 | 641 |
| sky130_fd_sc_hd__buf_2 | 115 | 576 |
| sky130_fd_sc_hd__a221oi_2 | 15 | 225 |
| sky130_fd_sc_hd__o21ai_0 | 100 | 500 |
| sky130_fd_sc_hd__o22ai_1 | 113 | 707 |
| sky130_fd_sc_hd__a221oi_1 | 178 | 1560 |
| sky130_fd_sc_hd__a222oi_1 | 15 | 150 |
| sky130_fd_sc_hd__nor2_1 | 401 | 1510 |
| sky130_fd_sc_hd__edfxtp_1 | 2048 | 61500 |
| sky130_fd_sc_hd__nand2_1 | 127 | 477 |
| sky130_fd_sc_hd__nor4_1 | 14 | 87.6 |
| sky130_fd_sc_hd__mux4_2 | 66 | 1490 |
| sky130_fd_sc_hd__o2111ai_1 | 14 | 123 |
| sky130_fd_sc_hd__o221ai_1 | 36 | 315 |
| sky130_fd_sc_hd__a211oi_1 | 16 | 120 |
## power by group
part	switching, mW	leakage [nW]	internal, mW
clock network	1.02	3.09	1.31
logic	0.217	6.49	0.0886
registers	0.00848	18.7	3.08
total	1.24	28.2	4.48
## placed cells by master (no fill, tap or decap), drive strengths merged, types with 20 or more instances in the layout
cell type	instances
edfxtp	2048
nor2	406
mux2i	287
clkbuf	284
a22oi	281
buf	249
a221oi	193
a21oi	182
mux2	129
nand2	128
o21ai	119
o22ai	113
clkinv	73
mux4	66
a31oi	54
clkdlybuf4s50	41
o221ai	36
dfxtp	32
a22o	29
nand3	25
diode	20
Power figures rest on the tool's default switching activity, not on a simulated workload.
